## flow/design.v

```verilog
`timescale 1ns / 1ps
module BranchPrediction(
    input actual_outcome,  
    input [31:0] inst,
    input [31:0] pc_address,
    input branch,  
    input clk,rst,
    output reg predicted_outcome,
    output reg [31:0] predicted_address,
    output reg [31:0] PCback,
    output reg sel,
    output reg flag
);
    integer i = 0;
    reg [1:0] temp;
    reg [1:0] bht [15:0];  
    reg [3:0] address;  
    reg [31:0] predicted_offset;  
    reg [1:0] prev_branch = 2'b00;
    always@(*) begin
        if (inst[6:0] == 7'b1100011) begin
            address = {prev_branch, pc_address[3:2]};
            if (bht[address] == 2'b10 || bht[address] == 2'b11) predicted_outcome=1'b1; else predicted_outcome=1'b0;
            predicted_offset = predicted_outcome?({{20{inst[31]}}, inst[31], inst[7], inst[30:25], inst[11:8]}<<1):32'd4;
            predicted_address = predicted_offset + pc_address;
            sel = 1'b1;
            PCback=pc_address+32'd4;
        end
        else begin
            sel = 1'b0;
        end
    end
    always@(posedge clk) 
        if(rst==1'b0) begin
            for (i=0; i<16; i=i+1)  
            bht[i] = 2'b11;
            flag=0; 
            PCback=0;
        end
        else if (branch == 1'b1)begin
            prev_branch = {actual_outcome, prev_branch[1]};
        end
    always@(*) begin
        if (branch == 1'b1) begin  
            flag=actual_outcome^predicted_outcome;
            if (flag)
            case(bht[address])
                2'b00: if (actual_outcome==1'b1) bht[address] = 2'b01;
                2'b01: if (actual_outcome==1'b1) bht[address] = 2'b10;
                2'b10: if (actual_outcome==1'b0) bht[address] = 2'b01;
                2'b11: if (actual_outcome==1'b0) bht[address] = 2'b10;
            endcase
            else if(flag==1'b0)
            case(bht[address])
                2'b00: if (actual_outcome==1'b0) bht[address] = 2'b00;
                2'b01: if (actual_outcome==1'b0) bht[address] = 2'b00;
                2'b10: if (actual_outcome==1'b1) bht[address] = 2'b11;
                2'b11: if (actual_outcome==1'b1) bht[address] = 2'b11;
            endcase
        end
        else flag=0;
    end
endmodule
```

## flow/run.sh

```bash
#!/bin/bash
# OpenROAD 26Q1-2900-gdf79404cd8, Yosys 0.63+post, stock flow scripts
make -C /OpenROAD-flow-scripts/flow DESIGN_CONFIG=/design/flow/config.mk WORK_HOME=/design/flow/orfs finish
```

## flow/config.mk

```make
export PLATFORM = sky130hd
export DESIGN_NAME = BranchPrediction
export DESIGN_NICKNAME = BranchPrediction
export VERILOG_FILES = /design/flow/design.v
export SDC_FILE = /design/flow/constraint.sdc
export NUM_CORES = 4
export LEC_CHECK = 1
export CORE_AREA = 10 10 103 103
export DIE_AREA = 0 0 113 113
```

## flow/constraint.sdc

```tcl
current_design BranchPrediction

set clk_period 1.7
set clk_io_pct 0.2

create_clock -name clk0 -period $clk_period [get_ports {clk}]

set non_clock_inputs [all_inputs -no_clocks]
set_input_delay [expr $clk_period * $clk_io_pct] -clock clk0 $non_clock_inputs
set_output_delay [expr $clk_period * $clk_io_pct] -clock clk0 [all_outputs]
```

==> job_summary.md <==
### Flow metrics

| Metric | Value |
|---|---|
| Status | complete, no violations |
| Chip Area, Yosys | 2400 um^2 |
| Cell Int Power | 0.422 mW |
| # diodes | 0 |
| Die X | 113 um |
| Non-filler cells, final | 484 |
| Pin count of the biggest net entering global routing | 33 |
| Simple-Gate Area Share | 0.138 |
| Synth Register Bits | 32 |
| Sequential Power Share | 0.052 |
| Share of cells above drive strength 1 | 0.0554 |
| Switching power total | 0.410 mW |
| Least-Margin Pin Slew | 0.835 ns |
| First-pass GRT wire length | 10700 um |
| Most frequent logic cell in the layout | clkdlybuf4s50_1 |
| Max Slew Vio Count | 0 |
| Dominant comb cell | AND-OR/OR-AND gates |
| DP Cell Count | 484 |
| Endpoints left unconstrained | 64 |
| WL/cell | 13.5 um |
| Critical path fanouts, max | 2 |
| I/O pin cnt | 135 |
| Hold Path End | sel |
| Vias in the first global route | 2183 |
| Ys async rst share | 0 |
| Mean Syn Cell Area | 7.90 um^2 |
| Initial antenna violation count | 0 |
| Gr usage total | 0.0958 |
| Hold depth | 4 |
| Fin crit share | 0.954 |
| Fillcell total | 862 |
| Die Size | 12800 um^2 |
| Count of tool warnings | 44 |
| Yosys aoi share | 0.257 |
| Overflow after GRT | 0 |
| EDFF count, synth | 0 |
| Cell row count | 33 |
| Leakage | 1.39 nW |
| Top cells excl fill/tap | 81 x clkdlybuf4s50_1, 35 x a21oi_1, 34 x conb_1 |
| FP Util | 0.289 |
| P per Cell Area | 258 nW/um^2 |
| Register pins left without a clock | 32 |
| Synthesized area | 2400 um^2 |
| RSZ-0062 raised after global routing | false |
| Startpoint Class | primary input |
| Worst VDD drop | 0.0000735 V |
| Gate Count Post-Synth | 304 |
| HPWL Detailed | 5680 um |
| GP Congestion | 0.863 |
| Synth Area in Adders | 0.165 |
| HP Class | in2out |
| Synth warnings | 1163 |
| Setup Viol. Count Final | 0 |
| Final hold violation count | 0 |
| Top_reg_cell synth | dlxtp_1 |
| Gate power share | 0.948 |
| Mux area share | 0 |
| Clock Power Share | 0 |
| Critical path data arrival time | 1.28 ns |
| Drt drc | 0 |
| Ys cells | 304 |
| CP endpoint kind | output pin |
| Max Fclk | 0.617 GHz |
| DR pass1 iterations | 4 |
| DRT iter0 DRCs | 72 |
| Max-Cap Viols | 0 |
| Worst Path Required | 1.36 ns |
| Vias/cell | 4.57 |
| Post-DRT Antenna Nets | 0 |
| DIE HEIGHT | 113 um |
| HP Start | inst[5] |
| Vias | 2213 |
| Wirelength, routed | 6540 um |
| Synth-to-Final Area Change | 34.1% |
| Distinct cells, synth | 47 |
| Sw frac | 0.493 |
| Worst slew margin | 0.442 |
| Max FFs per register | 32 |
| Final min period | 1.62 ns |
| Port bufs | 84 |
| Final Util | 0.388 |
| CP Class | in2out |
| Post-Synth XOR/XNOR Area | 0.106 |
| Core Region | 8300 um^2 |
-- repair_timing --
action	4_1_cts	5_1_grt
endpoints found under the hold margin	0	0
pin swaps	1	1
endpoints found under the setup margin	1	1
gates resized	4	2
cloned	0	0
setup buffers	0	0
hold buffers	0	0
-- power groups by stage --
stage | combinational, mW | sequential [mW] | clock, mW
after CTS | 0.799 | 0.0431 | 0
after global routing | 0.895 | 0.0434 | 0
final | 0.789 | 0.0431 | 0
-- area by class of cell --
class	instances	area, um^2	share of cell area
timing repair buffer	85	841	0.261
multi-input combinational	258	1750	0.544
sequential	32	480	0.149
inverter	4	15.0	0.00466
tap	105	131	0.0408
-- through the flow --
| step | instance area [um^2] | hold WS [ns] | TNS (ns) | worst slack, ns | total power [mW] |
|---|---|---|---|---|---|
| after floorplan | 2530 | 0.788 | 0 | 0.0797 | 0.648 |
| after global placement | 3210 | 1.63 | -0.307 | -0.307 | 0.830 |
| final | 3220 | 1.17 | 0 | 0.0781 | 0.832 |
| after CTS | 3220 | 1.31 | 0 | 0.0325 | 0.842 |
| after global routing | 3220 | 1.19 | 0 | 0.0372 | 0.938 |
| after detailed placement | 3210 | 1.64 | -0.306 | -0.306 | 0.835 |
-- how the worst max path moves through the flow --
| stage | startpoint | to | slack, ns |
|---|---|---|---|
| 4_1_cts | inst[4] | sel | 0.03 |
| 5_1_grt | inst[4] | sel | 0.04 |
| 6_report | inst[4] | sel | 0.08 |
-- synthesized netlist by cell type, types with 2 or more instances --
cell | count | share of area
dlxtp_1 | 32 | 0.20
nor3_1 | 4 | 0.0083
o21ai_1 | 4 | 0.0083
a21o_1 | 5 | 0.016
a21oi_1 | 35 | 0.073
inv_1 | 4 | 0.0062
a21oi_2 | 2 | 0.0073
o21bai_1 | 3 | 0.0094
conb_1 | 2 | 0.0031
nand2_1 | 23 | 0.036
buf_4 | 34 | 0.11
xor2_1 | 12 | 0.044
a211oi_2 | 3 | 0.016
a31oi_1 | 2 | 0.0052
a211oi_1 | 3 | 0.0094
o21ai_2 | 3 | 0.011
buf_2 | 6 | 0.013
nand4_1 | 5 | 0.013
nand3_1 | 7 | 0.015
xnor2_1 | 17 | 0.062
ha_1 | 30 | 0.16
nor2b_1 | 3 | 0.0078
o211ai_1 | 3 | 0.0094
o31ai_1 | 2 | 0.0062
nor2_1 | 22 | 0.034
o21ai_0 | 17 | 0.035
-- logic make-up after synthesis --
group           Yosys count
compound gates           93
latches                  32
xor+xnor                 29
other cells               2
simple gates             71
buf+inv                  46
fa+ha+maj                31
-- worst max-delay path, stage by stage --
cell and delay [ns]:
clkdlybuf4s50_1 0.40, nand4bb_4 0.23, nor3_4 0.20, clkbuf_2 0.12
-- metal layers --
layer | up-vias | part of all wire | track usage
li1 | 1165 | - | -
met1 | 977 | 0.50 | 0.143
met2 | 71 | 0.43 | 0.147
met3 | 0 | 0.067 | 0.0208
met4 | 0 | 0 | 0
met5 | - | 0 | 0
Power figures rest on the tool's default switching activity, not on a simulated workload.

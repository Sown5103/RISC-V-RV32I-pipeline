--- flow/design.v ---
`timescale 1ns / 1ps
`timescale 1ns / 1ps
module ALU_Decoder (
    input wire [2:0] fun3,
    input wire fun7,
    input wire i_type,
    input wire r_type,
    input wire load,
    input wire store,
    input wire branch,
    input wire jal,
    input wire jalr,
    input wire lui,
    input wire auipc,
    output reg load_out,
    output reg store_out,
    output reg jalr_out,
    output reg [1:0] mem_to_reg,
    output reg reg_write,
    output reg operand_b,
    output reg operand_a,
    output reg [2:0]imm_sel,
    output reg branch_out,
    output reg jal_out,
    output reg [3:0]alu_control
);
always @(*) begin
    reg_write = r_type | i_type | load | jal | jalr | lui | auipc   ;
    operand_a = branch | jal | auipc;
    operand_b = i_type | load | store | branch | jal | jalr | lui | auipc;
    load_out = load;
    store_out = store;
    branch_out =  branch;
    jal_out = jal;
    jalr_out = jalr;
    if(r_type)begin  
        mem_to_reg = 2'b00;
        if(fun3==3'b000 & fun7==0)begin
            alu_control = 4'b0000;
        end
        else if(fun3==3'b000 & fun7==1)begin
            alu_control = 4'b0001;
        end
        else if (fun3==3'b001 & fun7==0)begin
            alu_control = 4'b0010;
        end
        else if (fun3==3'b010 & fun7==0)begin
            alu_control = 4'b0011;
        end
        else if (fun3==3'b011 & fun7==0)begin
            alu_control = 4'b0100;
        end
        else if (fun3==3'b100 & fun7==0)begin
            alu_control = 4'b0101;
        end
        else if (fun3==3'b101 & fun7==0)begin
            alu_control = 4'b0110;
        end
        else if (fun3==3'b101 & fun7==1)begin
            alu_control = 4'b0111;
        end
        else if (fun3==3'b110 & fun7==0)begin
            alu_control = 4'b1000;
        end
        else if (fun3==3'b111 & fun7==0)begin
            alu_control = 4'b1001;
        end
    end
    else if (i_type)begin  
        imm_sel = 3'b000;  
        mem_to_reg = 2'b00;
        if(fun3==3'b000 & fun7==0)begin
            alu_control = 4'b0000;
        end
        else if (fun3==3'b001 & fun7==0)begin
            alu_control = 4'b0010;
        end
        else if (fun3==3'b010 & fun7==0)begin
            alu_control = 4'b0011;
        end
        else if (fun3==3'b011 & fun7==0)begin
            alu_control = 4'b0100;
        end
        else if (fun3==3'b100 & fun7==0)begin
            alu_control = 4'b0101;
        end
        else if (fun3==3'b101 & fun7==0)begin
            alu_control = 4'b0110;
        end
        else if (fun3==3'b101 & fun7==1)begin
            alu_control = 4'b0111;
        end
        else if (fun3==3'b110 & fun7==0)begin
            alu_control = 4'b1000;
        end
        else if (fun3==3'b111 & fun7==0)begin
            alu_control = 4'b1001;
        end
    end
    else if (store) begin  
        imm_sel = 3'b001;  
        mem_to_reg = 2'b00;
        if (fun3==3'b000)begin  
            alu_control = 4'b0000;
        end
        else if (fun3==3'b001)begin  
            alu_control = 4'b0000;
        end
        else if (fun3==3'b010)begin  
            alu_control = 4'b0000;
        end
    end
    else if (load) begin
        imm_sel = 3'b000;  
        mem_to_reg = 2'b01;
        if (fun3==3'b000)begin  
            alu_control = 4'b0000;
        end
        else if(fun3==3'b001)begin  
            alu_control = 4'b0000;
        end
        else if(fun3==3'b010)begin  
            alu_control = 4'b0000;
        end
        else if(fun3==3'b100)begin  
            alu_control = 4'b0000;
        end
        else if(fun3==3'b101)begin  
            alu_control = 4'b0000;
        end
        else if(fun3==3'b110)begin  
            alu_control = 4'b0000;
        end
    end
    else if (branch)begin
        alu_control = 4'b0000;
        mem_to_reg = 2'b00;
        imm_sel = 3'b010;  
    end
    else if (jal)begin
        alu_control = 4'b0000;
        mem_to_reg = 2'b10;
        imm_sel = 3'b011;  
    end
    if(jalr)begin
        mem_to_reg = 2'b10;
        alu_control = 4'b0000;
        imm_sel = 3'b000; 
    end
    else if(lui)begin
        mem_to_reg = 2'b00;
        imm_sel = 3'b100; 
        alu_control = 4'b1111;
    end
    else if(auipc)begin
        mem_to_reg = 2'b00;
        alu_control = 4'b0000;
        imm_sel = 3'b100; 
    end
end
endmodule
`timescale 1ns / 1ps
module Main_Decoder(Op,r_type,i_type,load,store,branch,jal,jalr,lui,auipc);
    input wire [6:0]Op;
    output reg r_type;
    output reg i_type; 
    output reg load;
    output reg store;
    output reg branch; 
    output reg jal;
    output reg jalr;
    output reg lui;
    output reg auipc;
    always @(*)begin 
        r_type = 1'b0;
        i_type = 1'b0;
        store = 1'b0;
        load = 1'b0;
        branch = 1'b0;
        auipc = 1'b0; 
        jal = 1'b0; 
        jalr = 1'b0; 
        lui = 1'b0; 
        case(Op)
            7'b0110011:begin 
                r_type = 1'b1;
            end 
            7'b0010011:begin 
                i_type = 1'b1;
            end
            7'b0100011:begin 
                store = 1'b1;
            end
            7'b0000011:begin
                    load = 1'b1;
            end
            7'b1100011:begin 
                branch = 1'b1;
            end
            7'b0010111:begin 
                auipc = 1'b1;
            end
            7'b1101111:begin 
                jal = 1'b1;
            end
            7'b1100111:begin 
                jalr = 1'b1;
            end
            7'b0110111:begin 
                lui = 1'b1;
            end
            default:begin 
                r_type = 1'b0;
                i_type = 1'b0;
                store= 1'b0;
                load = 1'b0;
                branch = 1'b0;
                auipc = 1'b0;
                jal = 1'b0; 
                jalr = 1'b0; 
                lui = 1'b0; 
            end
        endcase
    end  
endmodule
module Control_Unit (
    input wire [6:0] opcode,
    input wire [2:0] fun3,
    input wire fun7,
    output wire reg_write,
    output wire [2:0]imm_sel,
    output wire operand_b,
    output wire operand_a,
    output wire [1:0] mem_to_reg,
    output wire Load,
    output wire Jalr,
    output wire Store,
    output wire Branch,
    output wire Jal,
    output wire [3:0] alu_control
);
    wire r_type;
    wire i_type;
    wire load;
    wire store;
    wire branch;
    wire jal;
    wire jalr;
    wire lui;
    wire auipc;
    Main_Decoder maindec (
        .Op(opcode),
        .r_type(r_type),
        .i_type(i_type),
        .load(load),
        .branch(branch),
        .store(store),
        .jal(jal),
        .jalr(jalr),
        .lui(lui),
        .auipc(auipc)
    );
    ALU_Decoder aludec (
        .fun3(fun3),
        .fun7(fun7),
        .i_type(i_type),
        .r_type(r_type),
        .load(load),
        .store(store),
        .branch(branch),
        .jal(jal),
        .jalr(jalr),
        .lui(lui),
        .auipc(auipc), 
        .jal_out(Jal),
        .branch_out(Branch),
        .load_out(Load),
        .store_out(Store),
        .jalr_out(Jalr),
        .mem_to_reg(mem_to_reg),
        .reg_write(reg_write),
        .operand_b(operand_b),
        .operand_a(operand_a),
        .imm_sel(imm_sel),
        .alu_control(alu_control)
    );
endmodule
--- flow/run.sh ---
#!/bin/bash
# OpenROAD 26Q1-2900-gdf79404cd8, Yosys 0.63+post, stock flow scripts
make -C /OpenROAD-flow-scripts/flow DESIGN_CONFIG=/design/flow/config.mk WORK_HOME=/design/flow/orfs finish
--- flow/config.mk ---
export PLATFORM = sky130hd
export DESIGN_NAME = Control_Unit
export DESIGN_NICKNAME = Control_Unit
export VERILOG_FILES = /design/flow/design.v
export SDC_FILE = /design/flow/constraint.sdc
export NUM_CORES = 4
export LEC_CHECK = 1
export CORE_AREA = 10 10 77 77
export DIE_AREA = 0 0 87 87
--- flow/constraint.sdc ---
current_design Control_Unit

set clk_period 2.2
set clk_io_pct 0.2

create_clock -name clk0 -period $clk_period

set non_clock_inputs [all_inputs -no_clocks]
set_input_delay [expr $clk_period * $clk_io_pct] -clock clk0 $non_clock_inputs
set_output_delay [expr $clk_period * $clk_io_pct] -clock clk0 [all_outputs]
==> flow_summary.json <==
{
  "drc": 0,
  "synthFlopType": "dlxtn_1",
  "startpoint_type": "input pin",
  "top_area_cell": "dlxtn_1",
  "max_freq_mhz": 463,
  "grt_max_degree": 13,
  "arrival_ps": 1720,
  "drtAntennaViolNets": 0,
  "synthTopCellsByCount": "o21ai_0 (10), a21oi_1 (9), dlxtn_1 (9), nand2_1 (9)",
  "synth_top_cell_by_count": "o21ai_0",
  "grt_pass1_wl_um": 3440,
  "tool_warnings": 34,
  "dpl-instance-area_mm2": 0.00106,
  "avgSynthCellArea_um2": 6.54,
  "async_flop_share_pct": 0,
  "min_path_cells": 4,
  "finalCriticalPeriod_ps": 2160,
  "die_area_mm2": 0.00757,
  "untimed_endpoints": 18,
  "cp.required_ps": 1760,
  "tightest_slew_ps": 411,
  "holdCritPathClass": "in2out",
  "die_x_um": 87,
  "die_h_um": 87,
  "status": "complete, no violations",
  "worstSetupEndpointType": "primary output",
  "grt_pass1_vias": 751,
  "std_cell_rows": 24,
  "ys_cells": 100,
  "hold_ws_ps": 1330,
  "edf_count": 0,
  "hold_start": "opcode[2]",
  "dpl.cell_count": 184,
  "core_mm2": 0.00435,
  "whs_endpoint": "Branch",
  "ys_area_um2": 654,
  "fillers": 457,
  "final-seq-area_um2": 135,
  "area_growth_pct": 74.6,
  "design_area_mm2": 0.00114,
  "grt_antenna_before_repair": 0,
  "finalSetupViolations": 0,
  "yosys_warnings": 2,
  "largest_reg_flops": 4,
  "slew_violations": 0,
  "slew_headroom_pct": 72.4,
  "cap_violations": 0,
  "gp_congestion": 0.832,
  "portBuffers": 28,
  "syn_inst": 100,
  "period_used_pct": 98.2,
  "ctsHoldBuffers": 0,
  "viasPerCell": 4.30,
  "overflow": 0,
  "initial_core_util_pct": 15.0,
  "path_class": "in2out",
  "grt_usage_pct": 5.24,
  "power_density_mw_per_mm2": 123,
  "worstPathMaxFanout": 12,
  "final_cells": 186,
  "leakagePower_nw": 0.490,
  "antenna_cells": 0,
  "yosysUniqueCellTypes": 34,
  "wirelength_um": 2140,
  "rsz0062_at_grt": "true",
  "routedWlPerCell_um": 11.5,
  "vias": 799,
  "final_layout_size_suffix_gt1_share_pct": 23.9,
  "synth_area_um2": 654,
  "ir_worst_vdd_uv": 30.0,
  "drt-initial-drc-count": 17,
  "hold_viol_final": 0,
  "io_pins": 28,
  "dr.pass1.iters": 5,
  "place_hpwl_um": 1760,
  "ys.flops": 9,
  "mi_logic_area_um2": 509,
  "unclocked_pins": 9,
  "topCellsByArea": "dlxtn_1 (21%), nor2b_1 (7.6%), o21ai_0 (7.6%)",
  "top_area_share_pct": 20.7
}
## worst max-delay path by stage
stage / startpoint / endpoint / depth (start not counted)
5_1_grt: opcode[4] / reg_write / 6
6_report: opcode[4] / reg_write / 6
4_1_cts: opcode[4] / reg_write / 6
## critical path: stages
cell and delay [ps]:
clkdlybuf4s15_2 240, buf_6 170, nor2b_4 140, nand3_4 100, a21oi_2 150, clkdlybuf4s50_1 480
## kinds of logic (layout without fill, tap and decap cells)
group / Yosys count / in the layout / synth area share [%]
compound gates: 29 / 29 / 29.1
xor+xnor: 1 / 1 / 1.34
buf+inv: 15 / 49 / 10.5
latches: 9 / 9 / 20.7
simple gates: 46 / 46 / 38.4
## per-stage QoR
| step | utilization [%] | setup slack, ps | TNS (ps) | total power, mW |
|---|---|---|---|---|
| global placement | 24.3 | -537 | -3600 | 0.130 |
| finish | 26.2 | 40.4 | 0 | 0.140 |
| CTS | 25.9 | -2.10 | -2.10 | 0.138 |
| detailed placement | 24.3 | -550 | -3690 | 0.129 |
| global route | 26.2 | -34.8 | -40.2 | 0.154 |
| floorplan | - | 493 | 0 | 0.0724 |
## layout by cell type, fill, tap and decap left out, types with 2 or more instances in the layout
| cell | n |
|---|---|
| clkdlybuf4s50_1 | 15 |
| buf_4 | 14 |
| o21ai_0 | 10 |
| dlxtn_1 | 9 |
| nand2_1 | 8 |
| nor2b_1 | 7 |
| a21oi_1 | 7 |
| nor2_1 | 6 |
| dlygate4sd2_1 | 6 |
| inv_1 | 4 |
| nor4_2 | 3 |
| nor3_1 | 3 |
| nand3_1 | 3 |
| clkdlybuf4s15_2 | 3 |
| dlymetal6s2s_1 | 3 |
| buf_6 | 3 |
| nand3b_1 | 2 |
| nand2b_1 | 2 |
| a21oi_2 | 2 |
## layout make-up
cell class	count	area share [%]
Sequential cell	9	11.8
Timing Repair Buffer	45	36.6
Inverter	4	1.31
Multi-Input combinational cell	76	44.6
Tap cell	52	5.70
## layer usage
layer,vias to the layer above,routed length [µm],share of wire (%),global-route usage [%]
li1,428,-,-,-
met1,350,887,42,6.72
met2,21,1030,48,8.93
met5,-,0,0,0
met3,0,215,10,1.60
met4,0,0,0,0
## power by group
group	internal, mW	switching [mW]	total, mW
Sequential	0.00709	0.000483	0.00758
Clock	0	0	0
Combinational	0.0671	0.0654	0.132
## timing repair
| item | in CTS | in global routing |
|---|---|---|
| setup buffers | 2 | 0 |
| setup endpoints to repair | 8 | 6 |
| pin swaps | 4 | 3 |
| gates resized | 32 | 7 |
Power is estimated from default activity; no workload was simulated.

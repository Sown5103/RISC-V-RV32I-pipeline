### /design/flow/config.mk
export PLATFORM = sky130hd
export DESIGN_NAME = Register_Files
export DESIGN_NICKNAME = Register_Files
export VERILOG_FILES = /design/flow/design.v
export SDC_FILE = /design/flow/constraint.sdc
export NUM_CORES = 4
export LEC_CHECK = 1
export CORE_UTILIZATION = 50
### /design/flow/constraint.sdc
current_design Register_Files

set clk_period 6.5
set clk_io_pct 0.2

create_clock -name clk0 -period $clk_period [get_ports {clk}]

set non_clock_inputs [all_inputs -no_clocks]
set_input_delay [expr $clk_period * $clk_io_pct] -clock clk0 $non_clock_inputs
set_output_delay [expr $clk_period * $clk_io_pct] -clock clk0 [all_outputs]
### /design/flow/design.v
`timescale 1ns / 1ps
module Register_Files(
    A1, A2, A3, WD3, WE3, clk, rst, RD1, RD2
    );
    input clk, rst, WE3;
    input [4:0] A1, A2, A3;
    input [31:0] WD3;
    output [31:0] RD1, RD2;
    reg [31:0] Reg [31:0];
    always @(posedge clk) begin
        if (WE3) Reg[A3]<=WD3;
    end
    assign RD1=(rst==0)?32'b0:Reg[A1];
    assign RD2=(rst==0)?32'b0:Reg[A2];
    initial begin
        Reg[5]=32'h12345678;
        Reg[9]=32'h00000001;
        Reg[0]=32'h00000000;
        Reg[7]=32'h00000007;
    end
endmodule
### /design/flow/run.sh
#!/bin/bash
# OpenROAD 26Q1-2900-gdf79404cd8, Yosys 0.63+post, stock flow scripts
make -C /OpenROAD-flow-scripts/flow DESIGN_CONFIG=/design/flow/config.mk WORK_HOME=/design/flow/orfs finish
==> results.toml <==
# physical design summary
[outcome]
outcome = "complete, no violations"

[worst_hold_path]
hold_path_class = "input pin to flip-flop"

[place]
hpwl_microns = 85300
routabilityCongestion = 0.894
post-place-ws_ns = 0.770
dpl.cell_count = 3626
port_buffers = 113

[yosys]
yosys_cells = 2323
synth-edff-count = 1024
synthCells = 2323
ys_ff = 1024
flop_cell = "edfxtp_1"
postSynthSeqShare = 0.651
async_reset_ff_frac = 0
yosysTopAreaCellShare = 0.651
yosys_warnings = 1
syn_area_sq_um = 47200
synth_cell_types = 28
yosys-top-cells-count = "1,024 x edfxtp_1, 448 x mux4_2, 128 x mux2_2, 128 x mux2i_1, 102 x clkbuf_1"
topCellsByArea = "edfxtp_1 65%, mux4_2 21%, mux2_2 3.1%"
postSynthAreaPerCell_sq_um = 20.3
top_cell = "edfxtp_1"
top_area_cell = "edfxtp_1"
ys_area_sq_um = 47200

[layout]
final_cells = 3825
syn2layout_area_growth_pct = 14.1
drive_gt1_frac = 0.363
top_regs = "Reg x1024"
top_register = "Reg"
seqCellArea_sq_um = 30700
largest_reg_flops = 1024
combGateArea_sq_um = 15800
n_fill_cell = 6723
finish.utilization = 0.576

[detailed_routing]
drc = 0
wl_per_cell_microns = 37.5
vias = 26500
firstDrtPassIters = 5
vias_per_cell = 6.92
n_antenna_cell = 0
drt-initial-drc-count = 1694
ant_nets = 0
drt_wl_total_microns = 144000

[clock_tree]
cts.sinks = 1024
cts_buffer_depth = 3
htreeDepth = 3
cts_resized = 0
postCtsHoldBufs = 0
clkTransAtPathRegs_ns = 0.06
post_cts_buffers = 0
cts_buffers = 107
cts_tree = "done"
cts_root_buf = "clkbuf_16"

[final_timing]
rsz0062_at_grt = "false"
hold_viol_final = 0
maxSlewHeadroom = 0.312
post-route-min-period_ns = 5.88
worst_slack_ns = 0.622
setup_viol = 0
tightest_slew_ns = 1.03
tns_ns = 0
drv_slew = 0
max_freq_mhz = 170
fin_crit_sh = 0.904

[die]
fp-utilization = 0.505
core_sq_um = 93500
die-area_sq_um = 95700
rows = 112
ioPinCount = 114
die_h_microns = 309
die_w_microns = 309

[pwr]
power.density_nw_per_um2 = 273
finalPower_mw = 14.7
p_leak_nw = 16.8
irDropWorstVdd_mv = 0.231

[critical_path]
worst_setup_path_start_kind = "input pin"
path_class = "input pin to output port"
crit_path_end_kind = "output port"
crit_path_max_fanout = 37
worstPathArrival_ns = 4.58
worst-endpoint-required_ns = 5.20

[flow_run]
warning_count = 26
max_cap_viol_count = 0

[global_routing]
antenna_found_initial = 7
grt.total_usage = 0.349
grt-ovfl-total = 0
grt_pass1_wl_microns = 206000
grt_max_degree = 63
grt_pass1_vias = 29500
metrics by stage:
stage / instance area, sq um / hold WS, ns
final: 53900 / 1.37
after global routing: 53900 / 1.41
after CTS: 53900 / 1.35
after detailed placement: 50400 / 2.09
after global placement: 50400 / 2.06
after floorplan: 47200 / 1.40
final timing paths:
kind                start          end  depth (start not counted)
hold / removal    WD3[28]  Reg[27][28]                          1
setup / recovery    A2[1]      RD2[13]                          7
cells by family (layout without fill, tap and decap cells):
group           Yosys count  count (layout)  share of synthesized area
buf+inv                 202             450                     0.0212
flops                  1024            1024                      0.651
simple gates             85              85                    0.00811
compound gates          308             308                     0.0479
mux                     704             704                      0.271
layout make-up:
type,count,area share
Inverter,2,0.000232
Clock buffer,128,0.0520
Sequential cell,1024,0.571
Clock inverter,71,0.0123
Multi-Input combinational cell,1097,0.292
Timing Repair Buffer,249,0.0431
Tap cell,1254,0.0291
per-layer routing:
| layer | track usage | wire length [microns] |
|---|---|---|
| met5 | 0.0319 | 493 |
| met3 | 0.290 | 28000 |
| met1 | 0.454 | 44900 |
| met2 | 0.473 | 65100 |
| met4 | 0.0876 | 4980 |
worst max-delay path, stage by stage:
cell and delay (ns):
buf_4 0.52, buf_4 0.66, mux4_2 0.40, mux2_2 0.27, o221ai_1 0.67, a31oi_1 0.21, clkdlybuf4s50_1 0.50
power by group:
group	internal, mW	switching [mW]	leakage, nW
sequential	7.35	0.0321	9.22
combinational	0.561	0.731	5.90
clock	3.50	2.54	1.70
placed cells by master, fill, tap and decap left out:
| master | count |
|---|---|
| a221oi_1 | 52 |
| a22oi_1 | 64 |
| a31oi_1 | 64 |
| and2_2 | 2 |
| buf_12 | 14 |
| buf_2 | 5 |
| buf_4 | 123 |
| buf_6 | 1 |
| buf_8 | 4 |
| bufinv_16 | 11 |
| clkbuf_1 | 19 |
| clkbuf_16 | 109 |
| clkdlybuf4s50_1 | 102 |
| clkinv_1 | 20 |
| clkinv_2 | 31 |
| clkinv_8 | 4 |
| clkinvlp_4 | 5 |
| edfxtp_1 | 1024 |
| inv_4 | 2 |
| mux2_2 | 128 |
| mux2i_1 | 128 |
| mux4_2 | 448 |
| nand2_1 | 25 |
| nand2b_2 | 2 |
| nand3_1 | 2 |
| nand3b_1 | 5 |
| nor2_1 | 5 |
| nor2_4 | 34 |
| nor2b_4 | 4 |
| o2111ai_1 | 12 |
| o21ai_0 | 30 |
| o21ai_1 | 22 |
| o221ai_1 | 64 |
| or2_2 | 2 |
| or3_1 | 1 |
| or3b_2 | 3 |
Power and IR drop assume default switching activity.
